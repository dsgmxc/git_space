==> design.v <==
module sv_out #(
    parameter TIM_WIDTH = 16,		 
    parameter SEC_WIDTH = 3
)(
    input  wire        clk,              
    input  wire        rst_n,            
    input  wire signed [TIM_WIDTH-1:0] t1_in,        
    input  wire signed [TIM_WIDTH-1:0] t2_in,        
    input  wire [SEC_WIDTH-1:0]      sector_in,       
    input  wire signed [TIM_WIDTH-1:0]    t_period_cnt,  
    output wire signed [TIM_WIDTH-1:0]	  debug_t1,
    output wire signed [TIM_WIDTH-1:0]	  debug_t2,
    output reg         pwm_a,            
    output reg         pwm_b,            
    output reg         pwm_c             
);
    reg [TIM_WIDTH-1:0] cnt;
    always @(posedge clk or negedge rst_n) begin
        if (!rst_n) begin
            cnt <= 0;
        end else if (cnt >= t_period_cnt) begin
            cnt <= 0;
        end else begin
            cnt <= cnt + 1;
        end
    end
    reg signed [TIM_WIDTH-1:0] t1_latched;
    reg signed [TIM_WIDTH-1:0] t2_latched;
    reg [SEC_WIDTH-1:0]      sector_latched;
    always @(posedge clk or negedge rst_n) begin
        if (!rst_n) begin
            t1_latched <= 0;
            t2_latched <= 0;
            sector_latched <= 1;
        end else begin
            if (cnt == 0) begin
                t1_latched <= t1_in;
                t2_latched <= t2_in;
                sector_latched <= sector_in;
            end
        end
    end
    wire signed [2*TIM_WIDTH-1:0] t1_mult = t1_latched * t_period_cnt;
    wire signed [2*TIM_WIDTH-1:0] t2_mult = t2_latched * t_period_cnt;
    wire signed [TIM_WIDTH-1:0] t1_cnt = t1_mult[2*TIM_WIDTH-2:TIM_WIDTH-1];
    wire signed [TIM_WIDTH-1:0] t2_cnt = t2_mult[2*TIM_WIDTH-2:TIM_WIDTH-1];
	assign debug_t1 = t1_cnt;
    assign debug_t2 = t2_cnt;
	wire signed [TIM_WIDTH-1:0] t_sum = t1_cnt + t2_cnt;
	wire signed [TIM_WIDTH-1:0] t_zero_period;
	assign t_zero_period =  (t_sum > t_period_cnt) ? 0 : (t_period_cnt - t_sum);
    wire signed [TIM_WIDTH-1:0] t_qtr_period = t_zero_period >> 2;        
    wire signed [TIM_WIDTH-1:0] t_half_t1 = t1_cnt >> 1;                  
    wire signed [TIM_WIDTH-1:0] t_half_t2 = t2_cnt >> 1;                  
    wire signed [TIM_WIDTH-1:0] ta = t_qtr_period;                                        
    wire signed [TIM_WIDTH-1:0] tb = ta + t_half_t1;                                      
    wire signed [TIM_WIDTH-1:0] tc = tb + t_half_t2;                                      
    wire signed [TIM_WIDTH-1:0] td = tc + (t_zero_period >> 1);                           
    wire signed [TIM_WIDTH-1:0] te = td + t_half_t2;                                      
    wire signed [TIM_WIDTH-1:0] tf = te + t_half_t1;                                      
    reg [2:0] pwm_phase; 
    always @(posedge clk or negedge rst_n) begin
        if (!rst_n) begin
            pwm_phase <= 3'b000;
        end else begin
            if (cnt < ta)          pwm_phase <= 3'b000;  
            else if (cnt < tb)     pwm_phase <= 3'b001;  
            else if (cnt < tc)     pwm_phase <= 3'b010;  
            else if (cnt < td)     pwm_phase <= 3'b011;  
            else if (cnt < te)     pwm_phase <= 3'b100;  
            else if (cnt < tf)     pwm_phase <= 3'b101;  
            else                   pwm_phase <= 3'b110;  
        end
    end
    localparam [2:0] SECTOR_1_T1 = 3'b100, SECTOR_1_T2 = 3'b110;
    localparam [2:0] SECTOR_2_T1 = 3'b110, SECTOR_2_T2 = 3'b010;
    localparam [2:0] SECTOR_3_T1 = 3'b010, SECTOR_3_T2 = 3'b011;
    localparam [2:0] SECTOR_4_T1 = 3'b011, SECTOR_4_T2 = 3'b001;
    localparam [2:0] SECTOR_5_T1 = 3'b001, SECTOR_5_T2 = 3'b101;
    localparam [2:0] SECTOR_6_T1 = 3'b101, SECTOR_6_T2 = 3'b100;
    always @(posedge clk or negedge rst_n) begin
        if (!rst_n) begin
            {pwm_a, pwm_b, pwm_c} <= 3'b000;
        end else begin
            case (pwm_phase)
                3'b000, 3'b110: begin
                    {pwm_a, pwm_b, pwm_c} <= 3'b000;
                end
                3'b001, 3'b101: begin
                    case (sector_latched)  
                        3'd1: {pwm_a, pwm_b, pwm_c} <= SECTOR_1_T1;
                        3'd2: {pwm_a, pwm_b, pwm_c} <= SECTOR_2_T1;
                        3'd3: {pwm_a, pwm_b, pwm_c} <= SECTOR_3_T1;
                        3'd4: {pwm_a, pwm_b, pwm_c} <= SECTOR_4_T1;
                        3'd5: {pwm_a, pwm_b, pwm_c} <= SECTOR_5_T1;
                        3'd6: {pwm_a, pwm_b, pwm_c} <= SECTOR_6_T1;
                        default: {pwm_a, pwm_b, pwm_c} <= 3'b000;
                    endcase
                end
                3'b010, 3'b100: begin
                    case (sector_latched)  
                        3'd1: {pwm_a, pwm_b, pwm_c} <= SECTOR_1_T2;
                        3'd2: {pwm_a, pwm_b, pwm_c} <= SECTOR_2_T2;
                        3'd3: {pwm_a, pwm_b, pwm_c} <= SECTOR_3_T2;
                        3'd4: {pwm_a, pwm_b, pwm_c} <= SECTOR_4_T2;
                        3'd5: {pwm_a, pwm_b, pwm_c} <= SECTOR_5_T2;
                        3'd6: {pwm_a, pwm_b, pwm_c} <= SECTOR_6_T2;
                        default: {pwm_a, pwm_b, pwm_c} <= 3'b000;
                    endcase
                end
                3'b011: begin
                    {pwm_a, pwm_b, pwm_c} <= 3'b111;
                end
                default: {pwm_a, pwm_b, pwm_c} <= 3'b000;
            endcase
        end
    end
endmodule
==> run.sh <==
#!/bin/bash
# OpenROAD 26Q1-2900-gdf79404cd8, Yosys 0.63+post, stock flow scripts
make -C /OpenROAD-flow-scripts/flow DESIGN_CONFIG=/design/flow/config.mk WORK_HOME=/design/flow/orfs finish
==> config.mk <==
export PLATFORM = sky130hd
export DESIGN_NAME = sv_out
export DESIGN_NICKNAME = sv_out
export VERILOG_FILES = /design/flow/design.v
export SDC_FILE = /design/flow/constraint.sdc
export NUM_CORES = 4
export LEC_CHECK = 1
export CORE_UTILIZATION = 30
==> constraint.sdc <==
current_design sv_out

set clk_period 28.2
set clk_io_pct 0.2

create_clock -name clk0 -period $clk_period [get_ports {clk}]

set non_clock_inputs [all_inputs -no_clocks]
set_input_delay [expr $clk_period * $clk_io_pct] -clock clk0 $non_clock_inputs
set_output_delay [expr $clk_period * $clk_io_pct] -clock clk0 [all_outputs]
==> out/qor.csv <==
metric,value,unit
WL per Instance,15.65,um
Hold Slack,536.6,ps
OpenROAD warnings,29,
worst r2r path cells,69,
synthesized area,28470,um2
slowest cell delay on critical path,700,ps
syn avg cell area,8.887,um2
CP max FO,34,
clk buf depth,2,
Post-CTS Resized,0,
DRC viols,0,
Final Max Tran Viols,0,
max_cap viols,0,
slowest CP cell,ha_1,
Post-synth regs,59,
RSZ-0062 raised after global routing,false,
Critical Path AT,23760,ps
worst skew pair latency,400,ps
area share of the largest cell type after synthesis,36.35,%
Yosys warnings,1,
Syn Inst Count,3204,
status,finished clean,
WS Path Type,input pin to register,
"FA/HA/MAJ Cells, Area Fraction",52.44,%
Final Hold Viols,0,
Area growth syn-to-layout,9.777,%
Fin Clk Skew,28.05,ps
IO Pins,88,
min-delay worst type,register to register,
slew at the pin with the worst max-slew slack,884.5,ps
fmax,42.52,MHz
fp_density,30.42,%
hold_buf cts,0,
YS chip area,28470,um2
full die area,96150,um2
CTS Buf Count,9,
Vias per Instance,4.635,
Most common cell on crit path,ha_1,
initial antenna violation count,1,
Critical Path End Type,register,
ys cells,3204,
post-layout period usage,83.39,%
Startpoint Class,input pin,
# Post-CTS Setup Buffers,0,
clock sink total,59,
clock period minus worst slack,23520,ps
Slew HR,39.51,%
clock root buffer,clkbuf_16,
Worst Hold End,t2_latched[5]$_DFFE_PN0N_,
Post-Route Setup TNS,0,ps
FF-to-FF Start,t2_latched[10]$_DFFE_PN0N_,
area fraction in compound gates,9.777,%
Std-Cell Rows,112,
hold path cells,1,
Worst EP required,28440,ps
Dominant flop cell,dfrtp_1,
register area share after synthesis,5.189,%
final instance area,31260,um2
fraction of registers with async set/reset,100.0,%
"setup slack, reg-to-reg",10060,ps
first-pass GRT wire length,116000,um
Cell area leaders,"fa_1 36%, ha_1 16%, inv_1 9.7%",
Finish-stage setup viols,0,
port bufs,87,
GP Congestion,0.8954,
dpl cell area,30880,um2
"Simple Share, Synth",14.04,%
"Reg clk slew, reported paths",70,ps
post-synthesis xor/xnor area fraction,5.774,%
WL final,70600,um
DR vias,20909,
Logic family by area,adder cells,
worst hold path startpoint,t2_latched[5]$_DFFE_PN0N_,
grt total ovfl,0,
drt initial violations,966,
largest net degree at the start of global routing,36,
Post-synth EDFFs,0,
Synth area leader,fa_1,
vias in the first global route,20844,
Die H,310.1,um
DP HPWL,57290,um
GRT Total Usage,16.02,%
TritonRoute pass-1 iters,5,
share of layout cells above drive strength 1,4.607,%
TritonCTS clock tree,built,
Mux cell area share,1.718,%
Cell Type Count,85,
die width,310.1,um
reg2reg end,pwm_phase[5]$_DFF_PN0_,
core area,93610,um2
CTS H-Tree Depth,3,
DRT antenna net count,0,
area by class of cell:
cell class / count / area (um2)
repair buffers: 133 / 1214
clock inverters: 7 / 148.9
inverters: 739 / 2774
clock buffers: 9 / 225.2
well taps: 1254 / 1569
multi-input cells: 2309 / 23850
flip-flops and latches: 59 / 1478
fillers: 9639 / 62350
diodes: 1 / 2.502
state kept, by name, indices dropped and copies added (netlist names):
register        flops
pwm_phase           5
t1_latched         16
cnt                16
pwm_c               1
pwm_b               1
t2_latched         16
sector_latched      3
pwm_a               1
layout by cell type, fill, tap and decap left out, types with 86 or more instances in the layout:
master,instances
inv_1,736
fa_1,517
ha_1,358
nand2_1,290
and2_1,250
xnor2_1,116
a21oi_1,109
nor2_1,102
a21o_1,91
clkdlybuf4s50_1,86
logic make-up after synthesis:
group,Yosys count
multiplexers,44
XOR/XNOR,181
adder cells (fa/ha/maj),885
AND/OR/NAND/NOR,793
buffers and inverters,836
flip-flops,59
AND-OR/OR-AND,406
cell usage after synthesis, drive strengths merged (39+ instances only):
cell type    n
inv        739
fa         517
ha         358
nand2      291
and2       250
xnor2      122
a21oi      113
nor2       102
clkbuf      94
a21o        91
o21ai       59
dfrtp       58
xor2        58
mux2        39
worst max-delay path by stage:
stage	from	end	cells past startpoint
after CTS	t_period_cnt[7]	pwm_phase[5]$_DFF_PN0_	74
after global routing	t_period_cnt[7]	pwm_phase[5]$_DFF_PN0_	74
final	t_period_cnt[7]	pwm_phase[5]$_DFF_PN0_	74
per-layer routing:
metal / up-vias / GRT usage (%) / routed length, um
met5: - / 0 / 0
met4: 0 / 1.352 / 717
met3: 48 / 5.379 / 6120
met2: 648 / 23.31 / 30780
met1: 10205 / 24.57 / 32980
li1: 10008 / - / -
metrics by stage:
stage,cells,setup slack [ps],utilization (%)
2_1_floorplan,3204,6708,-
3_3_place_gp,4494,4534,32.99
3_5_place_dp,4494,4452,32.99
4_1_cts,4510,4806,33.39
5_1_grt,4510,3418,33.39
6_report,4511,4684,33.39
critical path, delay by kind of cell:
kind / cells / cell delay, ps
adders and majority gates: 15 / 6390
buffers and inverters: 9 / 1540
muxes: 1 / 350
AOI/OAI and AO/OA: 29 / 6450
xor gates and xnor gates: 7 / 1380
and+or+nand+nor: 13 / 1970
